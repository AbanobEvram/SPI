==> design.v <==
module Maindesign(MOSI,SS_n,clk,rst_n,MISO);
 input MOSI,SS_n,clk,rst_n;
 output MISO;
 wire [9:0] rx_data;
 wire [7:0] tx_data;
 wire rx_valid, tx_valid;
 SPI    spi(MOSI, SS_n, clk, rst_n, tx_valid,MISO,rx_valid,rx_data,tx_data);
RAM_main    RAM(rx_data,clk,rst_n,rx_valid,tx_data,tx_valid);
endmodule
module RAM_main(din,clk,rst_n,rx_valid,dout,tx_valid);
 parameter MEM_DIPTH = 256;
 parameter ADDR_SIZE = 8;
 input [9:0] din;
 input clk,rst_n,rx_valid;
 output reg [7:0] dout;
 output reg tx_valid; 
 reg [7:0] mem [MEM_DIPTH-1:0];
 reg [7:0] wr_addr,rd_addr;
 always @(posedge clk) begin
 	if (~rst_n) begin
 		dout<=0;
 		tx_valid<=0;
 		wr_addr<=0;
 		rd_addr<=0;
 	end
 	else begin
 		tx_valid<=(din[9]&din[8]&rx_valid)?1:0;
 		if(rx_valid==1) begin
 			case(din[9:8])
 				2'b00:wr_addr<=din[7:0];
 				2'b01:mem[wr_addr]<=din[7:0];
 				2'b10:rd_addr<=din[7:0];
 				2'b11:dout<=mem[rd_addr];
 			endcase
 		end	
 	end 
 end
endmodule
module SPI(MOSI, SS_n, clk, rst_n, tx_valid,MISO,rx_valid,rx_data,tx_data);
 parameter IDLE      = 3'b000;
 parameter CHK_CMD   = 3'b001;
 parameter WRITE     = 3'b010;
 parameter READ_ADD  = 3'b011;
 parameter READ_DATA = 3'b100;
 input MOSI, SS_n, clk, rst_n, tx_valid;
 input [7:0] tx_data;
 output reg [9:0] rx_data;
 output reg MISO; 
 output rx_valid;
(* fsm_encoding = "one_hot" *) 
 reg [2:0] cs,ns;
 reg rd_add_signal; 
 integer count_rx,count_tx;
 always @(posedge clk) begin
 	if (~rst_n) 
 		cs<=IDLE;		
 	else
 		cs<=ns;
 end
 always @(*) begin
 	case(cs)
 		IDLE: begin
 			if(~SS_n)
 				ns=CHK_CMD;
 			else
 				ns=IDLE;		
 		end
 		CHK_CMD: begin
            if(SS_n==0&&MOSI==0)
                ns = WRITE;
            else if(SS_n==0&&MOSI==1&&rd_add_signal==0)
                ns = READ_ADD;
            else if(SS_n==0&&MOSI==1&&rd_add_signal==1)
                ns = READ_DATA;
            else
                ns = IDLE;                     
 		end
 		WRITE: begin
 			if(~SS_n)
 				ns=WRITE;
 			else
 				ns=IDLE;	
 		end
 		READ_ADD: begin
 			if(~SS_n)
 				ns=READ_ADD;
 			else	
 				ns=IDLE;
 		end
 		READ_DATA: begin
 			if(~SS_n)
 				ns=READ_DATA;
 			else
 				ns=IDLE;	
 		end
        default: ns = IDLE; 
 	endcase
 end
 always @(posedge clk) begin
 	if (~rst_n) begin
 		MISO<=0;
 		rx_data<=0;
 		rd_add_signal<=0;
        count_tx<=8;
        count_rx<=0;
 	end
 	else begin
 		case(cs)
 	 		IDLE: begin
				MISO<=0;
                count_tx<=8;
                count_rx<=0;  
 			end
 			CHK_CMD: begin
                count_tx<=8;
                count_rx<=0;  
 			end
 			WRITE: begin
 				if(count_rx<=9) begin
 					rx_data[9-count_rx]<=MOSI;
                    count_rx<=count_rx+1;
                end
 			end
 			READ_ADD: begin
                if(count_rx<=9) begin
                    rx_data[9-count_rx]<=MOSI;
                    count_rx<=count_rx+1;
                    rd_add_signal<=1;
                end		
 			end
 			READ_DATA: begin
                if(count_rx>9) begin
                    if(tx_valid==1&&count_tx!=0) begin
                        MISO <= tx_data[count_tx-1];
                        count_tx<=count_tx-1;
                    end
                    else if(tx_valid==1&&count_tx==0)
                        rd_add_signal <= 0;
                end    
                else begin
                    rx_data <= {rx_data[8:0], MOSI};
                    count_rx<=count_rx+1;
                end       		
        	end		
 			default: begin
                    rx_data<=0;
 			end
 		endcase		
 	end
 end
 assign rx_valid =((cs==WRITE||cs==READ_ADD||cs==READ_DATA)&&count_rx>9)?1:0 ;
endmodule
==> run.sh <==
#!/bin/bash
# OpenROAD 26Q1-2900-gdf79404cd8, Yosys 0.63+post, stock flow scripts
make -C /OpenROAD-flow-scripts/flow DESIGN_CONFIG=/design/flow/config.mk WORK_HOME=/design/flow/orfs finish
==> config.mk <==
export PLATFORM = sky130hd
export DESIGN_NAME = Maindesign
export DESIGN_NICKNAME = Maindesign
export VERILOG_FILES = /design/flow/design.v
export SDC_FILE = /design/flow/constraint.sdc
export NUM_CORES = 4
export LEC_CHECK = 1
export CORE_UTILIZATION = 50
==> constraint.sdc <==
current_design Maindesign

set clk_period 32.5
set clk_io_pct 0.2

create_clock -name clk0 -period $clk_period [get_ports {clk}]

set non_clock_inputs [all_inputs -no_clocks]
set_input_delay [expr $clk_period * $clk_io_pct] -clock clk0 $non_clock_inputs
set_output_delay [expr $clk_period * $clk_io_pct] -clock clk0 [all_outputs]
==> metrics.yaml <==
place:
  port_buffers: 4
  gp_congestion: 0.905
  dpl.hpwl_um: 131000
  post-place-cells: 6253
detailed_routing:
  drcViolationCount: 0
  post_drt_wl_per_cell_um: 31.4
  antenna_cells: 0
  wirelength_um: 209000
  vias_per_cell: 6.26
  dr.pass1.iters: 8
  vias: 41600
  ant_nets: 0
  drt_iter0_markers: 2845
synth:
  async_reset_ff_share_pct: 0
  ys_seq_share_pct: 74.2
  ys_cells: 4148
  synth-main-ff-cell: "edfxtp_1"
  area_leaders: "edfxtp_1 (72%), mux4_2 (18%), dfxtp_1 (2.5%)"
  ys_chip_area_um2: 85700
  synth_top_area_share_pct: 71.7
  largest_area_cell: "edfxtp_1"
  edf_count: 2048
  ys_types: 80
  yosys_warnings: 3
  syn_area_um2: 85700
  synth.avg_cell_area_um2: 20.7
  ys_ff: 2154
  netlist_instances: 4148
die:
  pin_count: 5
  dieArea_um2: 173000
  fp_util_pct: 50.5
  die_w_um: 416
  core_um2: 170000
  die-height_um: 416
  fp-row-count: 151
hold_path:
  hp-start: "spi.count_tx[15]"
  hold_class: "register to register"
  min_to: "spi.count_tx[15]"
  hold_depth: 2
cts:
  cts_root_buffer: "clkbuf_16"
  htreeDepth: 4
  clock-sinks: 2154
  cts_resized: 0
  cts_made_buffers: 211
  cts_tree: "done"
  hold_buffers: 0
  postCtsSetupRepairBufs: 0
  clock_path_buffers: 3
  clock.latency.late_pin_ns: 0.86
  cts.clk_slew.worst_paths_ns: 0.06
run:
  maxCapViolCount: 0
  warning_count: 35
timing:
  grt_setup_unrepaired: "false"
  setup_violations: 0
  finalClockSkew_ns: 0.0654
  hold_violations: 0
  tns_ns: 0
  holdWs_ns: 0.453
  timing.fmax_ghz: 0.101
  report.final.slew_viol_count: 0
  finalClockPeriodUsage_pct: 30.3
  min_period_ns: 9.85
  maxSlewHeadroom_pct: 37.5
  max_slew.worst_pin.slew_ns: 0.935
critical_path:
  critPathLaunchType: "input port"
  rrSetupSlack_ns: 26.65
  crit_path_end_kind: "register"
  regToRegStartpoint: "RAM.rd_addr[0]"
  critPathMaxFanout: 18
  reg2reg_depth: 10
  cp.required_ns: 32.97
  r2r-end: "RAM.dout[1]"
  crit_type: "input port to register"
  crit_arrival_ns: 10.33
layout:
  final_common_cell: "edfxtp_1"
  drive_gt1_share_pct: 26.4
  utilization_pct: 56.4
  final_cells: 6641
  most-common-layout-cells: "edfxtp_1 (2048), mux4_2 (682), nor2_1 (388), clkbuf_16 (213), buf_4 (113)"
  syn_to_final_growth_pct: 11.7
power:
  power_density_nw_per_um2: 56.9
  vdd_drop_max_v: 0.0000460
  leakage_nw: 29.9
  power_w: 0.00545
global_route:
  grt_first_pass_wirelength_um: 310000
  grt_pass1_vias: 46000
  antenna_found_initial: 4
  track_usage_pct: 28.1
  grt_max_degree: 121
  grt_overflow: 0
run_status:
  status: "completed"
[kinds of logic (layout without fill, tap and decap cells)]
kind of cell,count (synthesis),in the layout,share of synthesized area (%)
flops,2154,2154,74.2
simple gates,740,740,4.00
mux,717,717,18.3
buf+inv,261,536,1.15
compound gates,192,192,1.44
xor+xnor,77,77,0.786
fa+ha+maj,7,7,0.0992
[worst max path at each step]
stage     startpoint         endpoint  slack (ns)  cells after the start
4_1_cts        rst_n  RAM.mem[159][1]       22.77                      8
5_1_grt        rst_n  RAM.mem[167][6]       22.39                      8
6_report       rst_n  RAM.mem[144][4]       22.65                      8
[final cells by class]
| type | instances | area (µm²) |
|---|---|---|
| multi-input combinational | 1733 | 21200 |
| clock buffer | 257 | 5530 |
| clock inverter | 131 | 1540 |
| sequential | 2154 | 63700 |
| inverter | 23 | 86.3 |
| tap | 2218 | 2780 |
| fill | 12200 | 74000 |
| timing repair buffer | 125 | 1050 |
[per-layer routing]
metal | vias up | GRT usage (%) | wire (µm)
met5 | - | 0.556 | 120
met4 | 6 | 5.04 | 4790
met3 | 296 | 21.2 | 36200
met2 | 2952 | 38.8 | 97800
met1 | 20800 | 39.6 | 70000
li1 | 17500 | - | -
[per-stage QoR]
stage	cell area, µm²	setup WS (ns)
floorplan	85700	23.89
global placement	88800	21.88
detailed placement	88800	21.90
CTS	95800	22.77
global route	95800	22.39
finish	95800	22.65
[critical path, stage by stage]
cell             delay (ns)
clkdlybuf4s50_1        0.93
nand2_1                0.14
nor3_1                 0.58
buf_4                  0.25
nand2_1                0.05
nor2_1                 0.42
nand2_1                0.65
nor2_1                 0.78
[registers in the layout (all words and copies together), names as in the netlist]
name               cells
spi.count_rx          32
spi.rx_data           10
RAM.wr_addr            8
spi.rd_add_signal      1
spi.count_tx          32
RAM.dout               8
spi.cs                 5
RAM.mem             2048
spi.MISO               1
RAM.rd_addr            8
RAM.tx_valid           1
[report_power, final]
group	leakage, nW	total [W]	internal, W	switching (W)
registers	21.0	0.00299	0.00299	0.000000421
clock network	3.43	0.00245	0.00142	0.00104
logic	5.47	0.00000730	0.00000181	0.00000548
total	29.9	0.00545	0.00441	0.00104
[cell usage after synthesis (6+ instances only)]
cell type	n
edfxtp_1	2048
mux4_2	682
nor2_1	388
clkbuf_1	170
dfxtp_1	106
nand2_1	98
buf_1	65
xnor2_1	53
a21oi_1	51
o21ai_0	47
nand3_1	43
nor3_1	32
mux2i_1	31
nor4_1	31
nand4_1	28
xor2_1	24
inv_1	22
or3_1	22
or2_2	17
a31oi_1	12
and2_1	12
or4_1	12
nor2b_1	10
and3_1	9
o31ai_1	9
nand4b_1	8
nand2b_1	7
a41oi_1	6
ha_1	6
o22ai_1	6
Power and IR drop assume default switching activity.
